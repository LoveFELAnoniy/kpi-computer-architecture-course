--- ./design.v ---
`timescale 1ns/1ps
`timescale 1ns/1ps
`timescale 1ns/1ps
`timescale 1ns/1ps
module alu_hilevel #(parameter WIDTH = 32) (
    input logic [WIDTH-1:0] a, b,
    input logic [1:0] instr,
    input logic [1:0] alusel,
    output logic [WIDTH-1:0] y,
    output logic zero, carry);
	logic [WIDTH*2-1:0] temp;
	always_comb begin
	    case ({alusel, instr})
	    	4'h0: begin y = $signed(a)+$signed(b); carry=0; end
	    	4'h1: begin y = $signed(a)-$signed(b); carry=0; end
	    	4'h2: {carry, y} = $signed(a)+$signed(b);
	    	4'h3: {carry, y} = $signed(a)-$signed(b);
	    	4'h4: begin temp = $signed(a)*$signed(b); y = temp[0+:WIDTH]; carry=0;  end
	    	4'h5: begin y = $signed(a)%$signed(b); carry=0; end
	    	4'h6: begin temp = $signed(a)*$signed(b); y = temp[WIDTH+:WIDTH]; carry=0; end
	    	4'h7: begin y = $signed(a)/$signed(b); carry=0; end
	    	4'h8: begin y = a & b; carry=0; end
	    	4'h9: begin y = a | b; carry=0; end
	    	4'ha: begin y = ~(a|b); carry=0; end
	    	4'hb: begin y = a^b; carry=0; end
	    	4'hc: begin y = a << b[$clog2(WIDTH)-1:0]; carry=0; end
	    	4'hd: begin y = a >> b[$clog2(WIDTH)-1:0]; carry=0; end
	    	4'he: begin y = $signed(a) >>> b[$clog2(WIDTH)-1:0]; carry=0; end
	    	4'hf: begin temp = {a, a}; y=temp[b[$clog2(WIDTH)-1:0]+:WIDTH]; carry=0; end
	    	default: begin y = 'z; carry='z; end 
	   	endcase
	   	zero = ~| y;
	end        
endmodule
--- ./run.sh ---
#!/bin/bash
# OpenROAD 26Q1-2900-gdf79404cd8, Yosys 0.63+post, stock flow scripts
make -C /OpenROAD-flow-scripts/flow DESIGN_CONFIG=/design/flow/config.mk WORK_HOME=/design/flow/orfs finish
--- ./config.mk ---
export PLATFORM = sky130hd
export DESIGN_NAME = alu_hilevel
export DESIGN_NICKNAME = alu_hilevel
export VERILOG_FILES = /design/flow/design.v
export SDC_FILE = /design/flow/constraint.sdc
export NUM_CORES = 4
export LEC_CHECK = 1
export CORE_UTILIZATION = 50
export SYNTH_HDL_FRONTEND = slang
--- ./constraint.sdc ---
current_design alu_hilevel

set clk_period 447.6
set clk_io_pct 0.2

create_clock -name clk0 -period $clk_period

set non_clock_inputs [all_inputs -no_clocks]
set_input_delay [expr $clk_period * $clk_io_pct] -clock clk0 $non_clock_inputs
set_output_delay [expr $clk_period * $clk_io_pct] -clock clk0 [all_outputs]
==> notes.md <==
Implementation run completed; key figures follow.

GRT:
- The run gives the global-route wire length before repair as ~590 mm.
- The via count of the first global-routing pass was ~85000.
- Per the GRT congestion report, total overflow comes to 0.
- The run puts the initial antenna violation count at 30.
- The run gives the pin count of the biggest net entering global routing as about 54.
- The run gives the total global-route track usage as 52.1%.

Final timing:
- The run puts the worst max-slew margin expressed relative to the limit at between 7 and 8%.
- The run puts the total setup violations reported at the end of the flow at 0.
- The worst path meets setup with between 150 and 200 ns of slack.
- The run puts the number of endpoints with negative hold slack in the final report at 0.
- The run puts the final critical-path share of the clock period at 63.0%.
- Setup repair after global routing left no endpoint under its margin.
- For the final routed database, the setup TNS stands at 0 ns.
- The run puts the actual slew at the worst max-slew pin at approximately 1.4 ns.
- The run puts the fmax at roughly 3.5 MHz.
- The run gives the final critical-path required period as approximately 280 ns.
- For reference, the final report shows the max-slew violation count at 0.

Layout:
- The run puts the core utilization of the finished layout at between 50% and 60%.
- The run gives the count of clock buffers in the final design as 0.
- The run puts the signed area change from the synthesized netlist to the final layout at 5.77%.
- The run puts the area taken by flip-flops and latches at 0 sq um.
- In the layout the commonest cells are sky130_fd_sc_hd__nand2_1 (1550), sky130_fd_sc_hd__inv_1 (1275), sky130_fd_sc_hd__nor2_1 (1104).
- Sequential cells placed in the final layout were counted as 0.
- Cells with a size suffix above 1 make up slightly below 7% of the layout.
- The run gives the most numerous logic cell after layout as sky130_fd_sc_hd__nand2_1.

Routing:
- The run puts the number of routed nets with antenna violations at 0.
- The run gives the number of violations reported at the end of detailed-routing iteration 0 as a little over 9000.
- The run gives the final routed wirelength across all metal layers as 411 mm.
- The run gives the via count of the routed design as 87400.
- The run gives the post-detailed-route DRC marker count as 0.
- The run puts the mean routed wirelength per cell at between 30 and 40 um.
- The run gives the average vias per placed instance as ~6.6.
- The first TritonRoute pass finished after 9 iterations.

Power and ir drop:
- The run puts the leakage power at slightly above 40 nW.
- The run gives the power density relative to cell area as between 15 and 20 nW/um^2.
- The run gives the peak supply drop as between 60 and 70 uV.
- The run puts the internal power at a little under 600 uW.
- The run puts the switching power share of the total at a little over three fifths.
- The run puts the switching power summed over all nets at approximately 990 uW.

Hold path:
- The most critical min-delay path falls under primary input to primary output.
- The worst hold path was traced through 6 stages.
- The run gives the destination of the worst hold path as y[22].
- Per the hold report, the tightest min-delay path originates at instr[1].

Placed design:
- The run gives the pre-CTS setup slack as between 150 and 200 ns.
- The placement report lists the number of port buffers as 102.
- Once detailed placement completed, the half-perimeter wirelength came to roughly 330 mm.
- After its last routability iteration, the placer logged a weighted congestion of approximately 1.2.

Synthesis:
- Synthesis produced between 10000 and 15000 cells.
- The run gives the register area share after synthesis as 0%.
- The run puts the synthesized area per cell at ~7.4 sq um.
- The run gives the count of warnings emitted by yosys as 0.
- The run puts the cell count in the Yosys report at ~11000.
- The synthesized netlist has a Yosys-reported chip area of just over 80000 sq um.
- The run puts the number of library cell types mapped by synthesis at 118.
- Summing every instance area after synthesis gives between 80000 and 90000 sq um.

Clock network:
- The run gives the count of hold buffers inserted by post-cts repair as 0.
- The run puts the post-CTS setup repair buffer count at 0.
- The run gives the number of gates given a new drive strength after cts as 0.

Floorplanning:
- Row generation in the floorplan step produced about 150 rows.
- The run gives the floorplan utilization as approximately 50%.
- The run puts the boundary pin count at around 100.
- The run puts the area of the core at approximately 160000 sq um.
- The run puts the die width at 405 um.
- The run puts the die outline height at about 410 um.
- The run gives the chip area as 164000 sq um.

Setup path:
- For reference, the most critical setup path is categorized as primary input to primary output.
- The run puts the data arrival time of the critical path at 192.43 ns.
- The run puts the required time of the critical path at about 360 ns.
- The slowest stage of the critical path is the sky130_fd_sc_hd__o41ai_2 cell.
- Along the worst path, the maximum fanout reaches about 48.
- The run gives the type of destination of the critical path as a primary output.
- The worst setup path is launched from a primary input.
- The launch point of the critical path was reported as b[0].
- The run gives the peak per-stage delay on the critical path as 1.24 ns.
- The cell that appears most often on the critical path is sky130_fd_sc_hd__ha_1.

Outcome:
- The flow ran to the end, and the final reports show no timing, DRC or antenna violations.

Run:
- OpenROAD emitted warnings numbering about 100.
- The run puts the number of maximum-capacitance violations at 0.
-- cell families after synthesis --
logic type	count (synthesis)	synth area share, %
compound gates	2677	21.7
simple gates	3840	21.2
buf+inv	1841	8.59
fa+ha+maj	1931	39.8
mux	183	2.48
xor+xnor	580	6.25
-- metrics by stage --
| step | area, sq um | hold slack, ns | power [mW] | cells |
|---|---|---|---|---|
| 2_1_floorplan | 81200 | 179.31 | 1.01 | 11100 |
| 3_3_place_gp | 85900 | 180.51 | 1.50 | 13200 |
| 3_5_place_dp | 85900 | 180.50 | 1.50 | 13200 |
| 4_1_cts | 85900 | 180.51 | 1.52 | 13200 |
| 5_1_grt | 85900 | 180.55 | 1.69 | 13200 |
| 6_report | 85900 | 180.58 | 1.57 | 13200 |
-- worst max-delay path, delay by kind of cell --
kind                     cells  cell delay [ns]
buffers and inverters       31             9.49
adder cells (fa/ha/maj)     33            11.75
XOR/XNOR                     1             0.36
multiplexers                 6             2.53
AND/OR/NAND/NOR            127            35.56
AND-OR/OR-AND              136            42.88
-- metal layers --
layer  wire length [um]  global-route usage [%]  share of wire [%]  vias to the layer above
li1                   -                       -                  -                    37800
met1             144000                    63.5                 35                    41400
met2             164000                    70.9                 40                     6421
met3              61000                    25.1                 15                     1780
met4              41700                    39.9                 10                       36
met5                492                    2.02               0.12                        -
-- synthesized netlist by cell type, types with 59 or more instances --
master / count / area, sq um
sky130_fd_sc_hd__a211oi_1: 98 / 736
sky130_fd_sc_hd__a21o_1: 188 / 1410
sky130_fd_sc_hd__a21oi_1: 750 / 3750
sky130_fd_sc_hd__a31oi_1: 97 / 607
sky130_fd_sc_hd__and2_1: 67 / 419
sky130_fd_sc_hd__and3_1: 66 / 413
sky130_fd_sc_hd__buf_1: 162 / 608
sky130_fd_sc_hd__clkbuf_1: 332 / 1250
sky130_fd_sc_hd__fa_1: 1086 / 21700
sky130_fd_sc_hd__ha_1: 845 / 10600
sky130_fd_sc_hd__inv_1: 1278 / 4800
sky130_fd_sc_hd__mux2_2: 75 / 845
sky130_fd_sc_hd__mux2i_1: 101 / 1010
sky130_fd_sc_hd__nand2_1: 1550 / 5820
sky130_fd_sc_hd__nand2b_1: 79 / 494
sky130_fd_sc_hd__nand3_1: 233 / 1170
sky130_fd_sc_hd__nand4_1: 92 / 576
sky130_fd_sc_hd__nor2_1: 1109 / 4160
sky130_fd_sc_hd__nor2b_1: 62 / 388
sky130_fd_sc_hd__nor3_1: 233 / 1170
sky130_fd_sc_hd__o211ai_1: 102 / 766
sky130_fd_sc_hd__o21a_1: 133 / 998
sky130_fd_sc_hd__o21ai_0: 512 / 2560
sky130_fd_sc_hd__o21bai_1: 74 / 556
sky130_fd_sc_hd__o22ai_1: 59 / 369
sky130_fd_sc_hd__o31ai_1: 83 / 623
sky130_fd_sc_hd__or2_2: 65 / 407
sky130_fd_sc_hd__or3_1: 97 / 607
sky130_fd_sc_hd__xnor2_1: 410 / 3590
sky130_fd_sc_hd__xor2_1: 170 / 1490
-- worst max-delay path by stage --
stage / end / cells past startpoint
6_report: zero / 334
5_1_grt: zero / 340
4_1_cts: zero / 336
-- cell type report --
class | instances | area, sq um
diodes | 18 | 45.0
multi-input cells | 9211 | 74600
repair buffers | 489 | 3670
well taps | 2160 | 2700
fillers | 15000 | 75000
inverters | 1319 | 4950
Power is estimated from default activity; no workload was simulated.
