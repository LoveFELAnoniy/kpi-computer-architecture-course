File: flow/design.v
`timescale 1ns/1ps
`timescale 1ns/1ps
`timescale 1ns/1ps
`timescale 1ns/1ps
module cinadd(
input [31:0] opA, input [31:0] opB, input addsub, output reg [31:0] result, output reg overflow);
reg [31:0] temp;
reg [33:0] addsub_result;
always @* begin
	temp = opB ^ {32{addsub}};
end
always @* begin
  addsub_result = {opA, addsub} + {temp, addsub};
  {overflow, result} = addsub_result[33:1];
end
endmodule
`timescale 1ns/1ps
module lab3_barrel_shifter(bs_opsel, shift_amount, data_in, result);
input  [2:0]  bs_opsel;
input  [4:0]  shift_amount;
input  [31:0] data_in;
output reg [31:0] result;
reg  [31:0] out;
reg  [31:0] out_end;
wire [63:0] data_mod1, data_mod2;
wire arithm;
assign arithm = data_in[31] & bs_opsel[2];
assign data_mod1 = {data_in, data_in} << shift_amount;
assign data_mod2 = $signed({arithm, data_in, data_in}) >>> shift_amount;
always @* begin
  casez (bs_opsel)
		3'b?00 : result = data_mod1[31:0];
		3'b010 : result = data_mod2[63:32];
		3'b?01 : result = data_mod1[63:32];
		3'b011 : result = data_mod2[31:0];
		3'b11? : result = data_mod2[63:32];
		default:  result = {32{1'bz}}; 
  endcase
end
endmodule
`timescale 1ns/1ps
module lab4_alu(in_A, in_B, in_func, out_result, out_overlow, out_zero);
input  [31:0] in_A, in_B;
input  [4:0] in_func;
output out_overlow;
output reg out_zero;
output reg [31:0]  out_result;
wire [31:0] result_barrel_shifter;
wire [31:0] result_addsub;
wire [31:0] result_muldiv;
muldiv mul_h(
	.in_A(in_A), .in_B(in_B), .check(in_func[1:0]), .out(result_muldiv));
cinadd add(
	.opA(in_A), .opB(in_B), .addsub(in_func[0]), .result(result_addsub), .overflow(out_overlow));
lab3_barrel_shifter shift(
	.bs_opsel(in_func[2:0]), .shift_amount(5'h4), .data_in(in_A), .result(result_barrel_shifter)); 
always @(*) begin
	 casez(in_func)
	 5'b00???:  
           out_result = result_barrel_shifter;
        5'b100??:  
	   out_result = result_muldiv;
        5'b1011?:  
	   out_result = result_addsub;        
	5'b11000:  
           out_result = in_A & in_B; 
        5'b11001:  
           out_result = in_A | in_B;
        5'b11010:  
           out_result = ~(in_A | in_B);
        5'b11011:  
           out_result = in_A ^ in_B; 
	default:  
	   out_result = {32{1'bz}}; 
	endcase
end
always @(*) begin
	 out_zero = ~| out_result;
end
endmodule
`timescale 1ns/1ps
module muldiv(input [31:0] in_A, in_B, input [1:0] check, output reg [31:0] out);
wire [63:0] mulout;
wire [31:0] divout, res;
assign mulout = in_A * in_B;
assign divout = in_A / in_B;
assign res = in_A % in_B;
always @* begin
  casez (check)
		2'b00:   out = mulout[31:0];
		2'b10:   out = mulout[63:32];
		2'b01:   out = divout;
		2'b11:   out = res;
		default: out = {32{1'bz}};
  endcase
end
endmodule
File: flow/run.sh
#!/bin/bash
# OpenROAD 26Q1-2900-gdf79404cd8, Yosys 0.63+post, stock flow scripts
make -C /OpenROAD-flow-scripts/flow DESIGN_CONFIG=/design/flow/config.mk WORK_HOME=/design/flow/orfs finish
File: flow/config.mk
export PLATFORM = sky130hd
export DESIGN_NAME = lab4_alu
export DESIGN_NICKNAME = lab4_alu
export VERILOG_FILES = /design/flow/design.v
export SDC_FILE = /design/flow/constraint.sdc
export NUM_CORES = 4
export LEC_CHECK = 1
export CORE_UTILIZATION = 40
File: flow/constraint.sdc
current_design lab4_alu

set clk_period 341.9
set clk_io_pct 0.2

create_clock -name clk0 -period $clk_period

set non_clock_inputs [all_inputs -no_clocks]
set_input_delay [expr $clk_period * $clk_io_pct] -clock clk0 $non_clock_inputs
set_output_delay [expr $clk_period * $clk_io_pct] -clock clk0 [all_outputs]
==> qor.txt <==
tool warning count = 70
Synthesis Warnings = 7
first-pass GRT wire length = 524000 um
DP Wirelength = 298000 um
wire length on met3 = 41000 um
register area = 0 um2
WS Path Type = primary input to primary output
# Cells Yosys = 9391
Final Instance Count excl. Fillers = 11.7k
Final Slew Violations = 0
Seq share, synth = 0
DR vias = 72.0k
layout cells sized above 1 = 0.0585
RSZ-0062 raised after global routing = false
CP Launch Type = primary input
initial antenna violation count = 25
Fin Hold WS = 138.15 ns
Hold Buf Count CTS = 0
Worst-Margin Slew = 1.40 ns
Netlist Area Pre-Place = 0.0693 mm2
Die ar. = 0.175 mm2
Placed Cells = 11.7k
Internal Pwr Total = 0.000487 W
metal2 WL = 159000 um
Compound Share, Synth = 0.218
adder-cell area share of the yosys netlist = 0.420
Syn-to-layout area delta = 6.49%
Yosys cell types = 103
Pre-Repair DR Iteration Count = 8
P_leak = 36.1 nW
status = complete, no violations
vias in the first global route = 71.2k
GRT overflow = 0
HP Class = primary input to primary output
global placement routability congestion = 1.11
main logic family after synthesis = adder cells
Gate Count Post-Synth = 9391
Cell Rows = 152
final WL = 369000 um
Final Hold Vio Count = 0
Post-CTS Setup Inserts = 0
Avg Cell Area, Syn = 7.38 um2
Routed Antenna Nets = 0
cell seen most often among critical-path stages = ha_1
Worst Path Required = 273.52 ns
Synth mux share = 0.0133
Chip Area, Yosys = 0.0693 mm2
Die Ht = 418 um
largest net degree at the start of global routing = 47
Post-CTS Resized = 0
max frequency = 4.42 MHz
Core Util at FP = 0.403
Power per Cell Area = 18.1 mW/mm2
total negative slack = 0 ns
Period minus WS final = 226.36 ns
Worst setup EP type = primary output
worst rel slew slack = 0.0572
clkbuf count = 0
Met1 Wirelength = 137000 um
setup violators final = 0
Simple Share, Synth = 0.203
Setup crit start = in_B[8]
Die W = 418 um
All-Layer GR Usage = 0.436
Max VDD drop = 0.0564 mV
core area = 0.172 mm2
critical path's slowest cell = a311oi_1
Vias/cell = 6.16
HP Start = in_A[8]
CP Max Fanout = 33
top sig layer = met5
fin crit share = 0.662
MaxCap Viol Count = 0
drt first-iter violations = 6368
Port Buffers = 103
Sw Share = 0.635
XOR/XNOR share of the synthesized area = 0.0581
Arr. time, crit path = 157.98 ns
Seq cells = 0
Sw Pwr = 0.000847 W
# IOs = 103
Wirelength per Cell = 31.5 um
final routed DRC violation total = 0
pre-CTS setup slack = 118.59 ns
Gate Area = 0.0633 mm2
max incr delay on CP = 0.92 ns
# fillers = 17.6k
post-route setup slack = 115.54 ns
[kinds of logic after synthesis]
| kind of cell | after synthesis |
|---|---|
| xor+xnor | 460 |
| buf+inv | 1616 |
| compound gates | 2269 |
| fa+ha+maj | 1788 |
| simple gates | 3170 |
| mux | 88 |
[per-stage QoR]
stage,total power (W),cell area [um2],util
2_1_floorplan,0.000832,69300,-
3_3_place_gp,0.00130,73700,0.429
3_5_place_dp,0.00129,73800,0.429
4_1_cts,0.00130,73800,0.429
5_1_grt,0.00143,73800,0.429
6_report,0.00133,73800,0.429
[per-layer routing]
layer	vias to the layer above	global-route usage
li1	32000	-
met1	35000	0.540
met2	3919	0.643
met3	1067	0.153
met4	28	0.291
met5	-	0.0194
[cells in the final DEF (no fill, tap or decap), drive strengths merged, types with 213 or more instances in the layout]
cell type and count:
fa 897, o21ai 432, buf 357, xor2 213, a21o 217, nor2 805
a21oi 577, inv 1163, nand2 1439, xnor2 247, ha 891
[critical path, delay by kind of cell]
kind            cells  cell delay, ns
compound gates    139           45.92
fa+ha+maj          31           10.74
buf+inv            34            7.90
xor+xnor            1            0.15
mux                 3            1.52
simple gates       87           22.93
[synthesized netlist by cell type, types with 64 or more instances]
cell         n  area, um2
a211oi_1    85        638
a21o_1     217       1630
a21oi_1    573       2870
a31oi_1     99        619
and3_1      66        413
buf_1      100        375
clkbuf_1   316       1190
fa_1       897      18000
ha_1       891      11100
inv_1     1163       4370
nand2_1   1439       5400
nand2b_1    64        400
nand3_1    178        891
nor2_1     804       3020
nor3_1     171        856
o211ai_1   111        833
o21a_1     151       1130
o21ai_0    422       2110
or3_1       73        457
xnor2_1    247       2160
xor2_1     213       1870
[area by class of cell]
type | count | area share
multi-input combinational | 7775 | 0.858
inverter | 1183 | 0.0602
antenna | 17 | 0.000576
timing repair buffer | 411 | 0.0421
tap | 2310 | 0.0392
[path summary, 6_finish.rpt]
kind                          to  slack, ns  cells past startpoint
setup / recovery        out_zero     115.54                    295
hold / removal    out_result[12]     138.15                      7
Power figures rest on the tool's default switching activity, not on a simulated workload.
