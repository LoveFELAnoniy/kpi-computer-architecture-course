--- run.sh ---
#!/bin/bash
# OpenROAD 26Q1-2900-gdf79404cd8, Yosys 0.63+post, stock flow scripts
make -C /OpenROAD-flow-scripts/flow DESIGN_CONFIG=/design/flow/config.mk WORK_HOME=/design/flow/orfs finish
--- config.mk ---
export PLATFORM = sky130hd
export DESIGN_NAME = regfile
export DESIGN_NICKNAME = regfile
export VERILOG_FILES = /design/flow/design.v
export SDC_FILE = /design/flow/constraint.sdc
export NUM_CORES = 4
export LEC_CHECK = 1
export CORE_UTILIZATION = 50
--- constraint.sdc ---
current_design regfile

set clk_period 7.9
set clk_io_pct 0.2

create_clock -name clk0 -period $clk_period [get_ports {clk}]

set non_clock_inputs [all_inputs -no_clocks]
set_input_delay [expr $clk_period * $clk_io_pct] -clock clk0 $non_clock_inputs
set_output_delay [expr $clk_period * $clk_io_pct] -clock clk0 [all_outputs]
--- design.v ---
`timescale 1ns/1ps
`timescale 1ns/1ps
`timescale 1ns/1ps
`timescale 1ns/1ps
module mux2dimto1(in, sel, out);
parameter 	WIDTH=32,
			INPUTS=32;
localparam sel_width=$clog2(INPUTS);
input wire [WIDTH-1:0][INPUTS-1:0] in;
input wire [sel_width-1:0] sel;
output wire [WIDTH-1:0] out;
assign out=in[sel];
endmodule
`timescale 1ns/1ps
module regfile  (clk, we, arstn, ra, rb, waddr, wdata, rd1, rd2);
parameter 	REGS_NUM = 32,
			REGS_WIDTH = 32;
localparam addr_width = $clog2(REGS_NUM);
input wire clk;
input wire we;
input wire arstn;
input wire [addr_width-1:0] ra, rb, waddr;
input wire [REGS_WIDTH-1:0] wdata;
output wire [REGS_WIDTH-1:0] rd1, rd2;
reg [REGS_WIDTH-1:1][REGS_NUM-1:0] regs; 
wire [REGS_WIDTH-1:0][REGS_NUM-1:0] state;
always_ff @ (posedge clk or negedge arstn) begin
	if(!arstn)regs <= '0;
	else if (we && waddr) regs[waddr] <= wdata;
	else regs <= regs;
end
assign state[31:1] = regs[31:1];
assign state[0] = 32'h0;
mux2dimto1 #(32,32) mux1 (.in(state),.out(rd1),.sel(ra));
mux2dimto1 #(32,32) mux2 (.in(state),.out(rd2),.sel(rb));
endmodule
==> PnR_summary.wiki <==
== Metrics ==
{| class="wikitable"
! Metric !! Value
|-
| Placer Congestion || 0.8475
|-
| Endpoint of the lowest-slack register-to-register path || regs[366]$_DFFE_PN0P_
|-
| Die Size || 107400 sq um
|-
| Netlist area before placement || 53060 sq um
|-
| Cells in synth_stat.txt || 3214
|-
| Number of buffers inserted to repair setup after CTS || 0
|-
| Part of the power in registers || 44.2%
|-
| Std cell rows || 119
|-
| Std-Cell Core Area || 105300 sq um
|-
| Top cell area share || 46.78%
|-
| Top FF cell, synth || dfrtp_1
|-
| Number of antenna violations at the first check in global routing || 1
|-
| Final critical-path share of the clock period || 79.79%
|-
| Count of antenna-violating nets left after detailed routing || 0
|-
| Number of vias per cell || 6.622
|-
| Maximum number of pins on one net before global-route repair || 133
|-
| RSZ-0062 raised after global routing || no
|-
| Max-capacitance violation count || 0
|-
| Biggest regs || regs (992)
|-
| Type of the setup path with the least slack || in2out
|-
| Quantity of hold-fixing buffers added after cts || 0
|-
| Register with the highest flop count || regs
|-
| Synthesized-area fraction occupied by ao, oa, aoi and oai cells || 1.106%
|-
| R2R Path Start || regs[366]$_DFFE_PN0P_
|-
| Tightest Pin Transition || 0.8948 ns
|-
| Clock buffers created by TritonCTS || 111
|-
| Worst skew pair latency || 0.70 ns
|-
| Num Clock Sinks || 992
|-
| Layout cells sized above 1 || 61.22%
|-
| Max transition margin || 40.35%
|-
| Setup crit end kind || output pin
|-
| Clock-pin slew of the registers on the worst-case setup and hold paths || 0.06 ns
|-
| Switching power summed over all nets || 4.298 mW
|-
| Synth Instances || 3214
|-
| Largest fanout of any net on the critical path || 49
|-
| Width of the die || 327.8 um
|-
| Number of detailed-routing iterations run before antenna repair || 5
|-
| Top comb family, area || multiplexers
|-
| CTS Root Buffer Type || clkbuf_16
|-
| Worst reg-to-reg path cell count || 1
|-
| Outcome || finished clean
|-
| Cell with the largest stage delay on the worst path || buf_4
|-
| Clk buf depth || 3
|-
| GRT Resource Usage Total || 32.51%
|-
| Starting DRT DRC Count || 1527
|-
| Total vias in the final route || 30.98k
|-
| Die extent in y || 327.8 um
|-
| Dpl hpwl || 88.05 mm
|-
| Critical Path, Cell by Cell || buf_8 > buf_4 > mux4_2 > mux4_2 > mux2_2 > clkdlybuf4s50_1
|-
| Post-CTS Resized || 0
|-
| Simple-gate share of the synthesized area || 0.8159%
|-
| Setup crit start kind || input port
|-
| Critical path destination || rd1[25]
|-
| Combinational fraction of design power || 23.5%
|-
| Mux contribution to synthesized area || 48.22%
|-
| Critical path launch point || ra[0]
|-
| Internal Power || 12.10 mW
|-
| Part of the Yosys area used for sequential elements || 46.78%
|-
| Routed wire length || 155.8 mm
|-
| Worst clock skew || 0 ns
|-
| Required @ worst endpoint || 6.32 ns
|-
| Clock power frac || 32.4%
|-
| Number of buffers added on ports || 113
|-
| Total grt overflow || 0
|-
| Detailed-route DRC error count || 0
|-
| Leakage || 26.74 nW
|-
| Cell depth of the worst hold path || 1
|-
| Cell Type Count || 36
|-
| N_diodes || 0
|-
| Max VDD drop || 181.6 uV
|-
| Final number of hold-violating endpoints || 0
|-
| Share of the core filled by cells before placement || 50.41%
|-
| Total of flip-flops plus latches after synthesis || 992
|-
| Final tally of setup violations || 0
|-
| Num ports || 114
|-
| Library cell with the largest summed area after synthesis || dfrtp_1
|-
| Area growth from synthesis to layout || 12.74%
|-
| Critical Path Most Common Cell || mux4_2
|-
| OpenROAD warning count || 34
|-
| Min-delay worst type || reg2reg
|-
| Final period demand of the worst path || 6.304 ns
|-
| TritonCTS clock tree || done
|-
| Maximum clock frequency || 158.6 MHz
|-
| Yosys Warn Count || 1
|-
| Setup TNS || 0 ns
|-
| First-pass GRT wire length || 232.9 mm
|-
| Number of flip-flops under the largest register name || 992
|-
| Worst setup slack before clock tree synthesis || 1.137 ns
|-
| Number of synthesized flops with an enable pin || 0
|-
| Fraction of power spent switching nets || 26.21%
|-
| Crit path largest cell delay || 0.71 ns
|-
| Data arrival, critical path || 4.72 ns
|-
| Register-to-register path setup slack || 7.05 ns
|-
| Final routed wire length divided by cell count || 33.30 um
|-
| Via count of the first global-routing pass || 34.34k
|-
| Largest cells by area after synthesis || dfrtp_1 47%, mux4_2 24%, mux2_2 23%
|-
| Fraction of registers with async set or reset after synthesis || 100.0%
|-
| Post-synthesis share of cell area spent on full adders, half adders and majority gates || 0.2122%
|-
| Clock H-tree levels || 3
|-
| Chip area estimate from yosys synthesis || 53060 sq um
|-
| Power per cell area || 274.2 nW/um^2
|-
| Number of pins with negative max-slew slack in the final report || 0
|-
| Worst path setup slack after routing || 1.596 ns
|-
| Post-synthesis xor/xnor area fraction || 0.1297%
|-
| Post-Synthesis Mean Instance Area || 16.51 sq um
|}
cell usage after synthesis, drive strengths merged (2+ instances only):
cell type and count:
a22o 63, and3 2, buf 147, clkbuf 210, dfrtp 992, ha 9
inv 5, mux2 1120, mux4 576, nand2 8, nand2b 2, nand3 29
nand3b 2, nand4 6, nor2 6, nor2b 2, nor3 12, nor3b 2
nor4 2, nor4b 2, o21ai 3, xnor2 4, xor2 3
cells in the final DEF (no fill, tap or decap), drive strengths merged, types with 2 or more instances in the layout:
master,count
mux2,1120
dfrtp,992
mux4,576
clkbuf,166
buf,128
clkdlybuf4s50,102
a22o,63
nand3,29
clkinv,23
nor3,12
bufinv,10
ha,9
nand2,8
inv,7
nor2,6
nand4,6
xnor2,4
o21ai,3
xor2,3
nor2b,2
nand2b,2
nor4b,2
nand3b,2
nor4,2
and3,2
nor3b,2
stage by stage:
stage / std cells / total power [mW] / util [%] / cell area [sq um] / hold slack, ns
3_3_place_gp: 4478 / 10.96 / 53.26 / 56060 / 0.4810
4_1_cts: 4679 / 16.53 / 56.83 / 59820 / 0.5142
5_1_grt: 4679 / 17.18 / 56.83 / 59820 / 0.5322
2_1_floorplan: 3214 / 9.857 / - / 53060 / 0.4712
6_report: 4679 / 16.40 / 56.83 / 59820 / 0.5113
3_5_place_dp: 4478 / 11.16 / 53.26 / 56060 / 0.5013
power groups by stage:
stage	Combinational [mW]	Sequential [mW]	Clock [mW]
CTS	3.89	7.23	5.42
global route	4.14	7.43	5.61
finish	3.85	7.24	5.31
metal layers:
| metal | vias to the layer above | global-route usage (%) | wire length (um) |
|---|---|---|---|
| met1 | 16340 | 44.77 | 56690 |
| met3 | 240 | 21.75 | 24200 |
| li1 | 12710 | - | - |
| met2 | 1692 | 45.39 | 70690 |
| met4 | 2 | 6.887 | 4220 |
| met5 | - | 0.08873 | 13 |
cell type report:
| class | instances | area (sq um) |
|---|---|---|
| clock inverter | 35 | 444.2 |
| inverter | 5 | 18.77 |
| multi-input combinational | 1860 | 27190 |
| timing repair buffer | 230 | 2285 |
| tap | 1391 | 1740 |
| clock buffer | 166 | 3318 |
| fill | 7736 | 45440 |
| sequential | 992 | 24820 |
logic make-up after synthesis:
| family | count (synthesis) |
|---|---|
| adders and majority gates | 9 |
| and+or+nand+nor | 79 |
| buffers and inverters | 362 |
| DFF | 992 |
| AOI/OAI and AO/OA | 69 |
| xor gates and xnor gates | 7 |
| muxes | 1696 |
worst min path at each step:
stage,endpoint,startpoint
6_report,regs[974]$_DFFE_PN0P_,regs[974]$_DFFE_PN0P_
5_1_grt,regs[816]$_DFFE_PN0P_,regs[816]$_DFFE_PN0P_
4_1_cts,regs[974]$_DFFE_PN0P_,regs[974]$_DFFE_PN0P_
critical path, delay by kind of cell:
kind	cells	cell delay (ns)
buffers and inverters	3	1.63
muxes	3	1.49
No activity file was given, so power comes from the tool's default toggle rates.
